### /design/flow/config.mk
export PLATFORM = sky130hd
export DESIGN_NAME = Unsigned_Array_Multiplier_32_Bit
export DESIGN_NICKNAME = Unsigned_Array_Multiplier_32_Bit
export VERILOG_FILES = /design/flow/design.v
export SDC_FILE = /design/flow/constraint.sdc
export NUM_CORES = 4
export LEC_CHECK = 1
export CORE_UTILIZATION = 50
### /design/flow/constraint.sdc
current_design Unsigned_Array_Multiplier_32_Bit

set clk_period 35.6
set clk_io_pct 0.2

create_clock -name clk0 -period $clk_period

set non_clock_inputs [all_inputs -no_clocks]
set_input_delay [expr $clk_period * $clk_io_pct] -clock clk0 $non_clock_inputs
set_output_delay [expr $clk_period * $clk_io_pct] -clock clk0 [all_outputs]
### /design/flow/design.v
module Unsigned_Array_Multiplier_32_Bit (
    input         Enable_In,
    input  [31:0] Data_A_In,
    input  [31:0] Data_B_In,
    output [63:0] Multiplied_Result_Out
);
wire [63:0] Sub_Products [31:0];
wire [63:0] Addition_0 [15:0];
wire [63:0] Addition_1 [7:0];
wire [63:0] Addition_2 [3:0];
wire [63:0] Addition_3 [1:0];
wire [63:0] Addition_4;
assign Sub_Products[0]  = Data_B_In[0]  ? (Data_A_In)       : 64'b0;
assign Sub_Products[1]  = Data_B_In[1]  ? (Data_A_In << 1)  : 64'b0;
assign Sub_Products[2]  = Data_B_In[2]  ? (Data_A_In << 2)  : 64'b0;
assign Sub_Products[3]  = Data_B_In[3]  ? (Data_A_In << 3)  : 64'b0;
assign Sub_Products[4]  = Data_B_In[4]  ? (Data_A_In << 4)  : 64'b0;
assign Sub_Products[5]  = Data_B_In[5]  ? (Data_A_In << 5)  : 64'b0;
assign Sub_Products[6]  = Data_B_In[6]  ? (Data_A_In << 6)  : 64'b0;
assign Sub_Products[7]  = Data_B_In[7]  ? (Data_A_In << 7)  : 64'b0;
assign Sub_Products[8]  = Data_B_In[8]  ? (Data_A_In << 8)  : 64'b0;
assign Sub_Products[9]  = Data_B_In[9]  ? (Data_A_In << 9)  : 64'b0;
assign Sub_Products[10] = Data_B_In[10] ? (Data_A_In << 10) : 64'b0;
assign Sub_Products[11] = Data_B_In[11] ? (Data_A_In << 11) : 64'b0;
assign Sub_Products[12] = Data_B_In[12] ? (Data_A_In << 12) : 64'b0;
assign Sub_Products[13] = Data_B_In[13] ? (Data_A_In << 13) : 64'b0;
assign Sub_Products[14] = Data_B_In[14] ? (Data_A_In << 14) : 64'b0;
assign Sub_Products[15] = Data_B_In[15] ? (Data_A_In << 15) : 64'b0;
assign Sub_Products[16] = Data_B_In[16] ? (Data_A_In << 16) : 64'b0;
assign Sub_Products[17] = Data_B_In[17] ? (Data_A_In << 17) : 64'b0;
assign Sub_Products[18] = Data_B_In[18] ? (Data_A_In << 18) : 64'b0;
assign Sub_Products[19] = Data_B_In[19] ? (Data_A_In << 19) : 64'b0;
assign Sub_Products[20] = Data_B_In[20] ? (Data_A_In << 20) : 64'b0;
assign Sub_Products[21] = Data_B_In[21] ? (Data_A_In << 21) : 64'b0;
assign Sub_Products[22] = Data_B_In[22] ? (Data_A_In << 22) : 64'b0;
assign Sub_Products[23] = Data_B_In[23] ? (Data_A_In << 23) : 64'b0;
assign Sub_Products[24] = Data_B_In[24] ? (Data_A_In << 24) : 64'b0;
assign Sub_Products[25] = Data_B_In[25] ? (Data_A_In << 25) : 64'b0;
assign Sub_Products[26] = Data_B_In[26] ? (Data_A_In << 26) : 64'b0;
assign Sub_Products[27] = Data_B_In[27] ? (Data_A_In << 27) : 64'b0;
assign Sub_Products[28] = Data_B_In[28] ? (Data_A_In << 28) : 64'b0;
assign Sub_Products[29] = Data_B_In[29] ? (Data_A_In << 29) : 64'b0;
assign Sub_Products[30] = Data_B_In[30] ? (Data_A_In << 30) : 64'b0;
assign Sub_Products[31] = Data_B_In[31] ? (Data_A_In << 31) : 64'b0;
assign Addition_0[0]  = Sub_Products[0]  + Sub_Products[1];
assign Addition_0[1]  = Sub_Products[2]  + Sub_Products[3];
assign Addition_0[2]  = Sub_Products[4]  + Sub_Products[5];
assign Addition_0[3]  = Sub_Products[6]  + Sub_Products[7];
assign Addition_0[4]  = Sub_Products[8]  + Sub_Products[9];
assign Addition_0[5]  = Sub_Products[10] + Sub_Products[11];
assign Addition_0[6]  = Sub_Products[12] + Sub_Products[13];
assign Addition_0[7]  = Sub_Products[14] + Sub_Products[15];
assign Addition_0[8]  = Sub_Products[16] + Sub_Products[17];
assign Addition_0[9]  = Sub_Products[18] + Sub_Products[19];
assign Addition_0[10] = Sub_Products[20] + Sub_Products[21];
assign Addition_0[11] = Sub_Products[22] + Sub_Products[23];
assign Addition_0[12] = Sub_Products[24] + Sub_Products[25];
assign Addition_0[13] = Sub_Products[26] + Sub_Products[27];
assign Addition_0[14] = Sub_Products[28] + Sub_Products[29];
assign Addition_0[15] = Sub_Products[30] + Sub_Products[31];
assign Addition_1[0] = Addition_0[0]  + Addition_0[1];
assign Addition_1[1] = Addition_0[2]  + Addition_0[3];
assign Addition_1[2] = Addition_0[4]  + Addition_0[5];
assign Addition_1[3] = Addition_0[6]  + Addition_0[7];
assign Addition_1[4] = Addition_0[8]  + Addition_0[9];
assign Addition_1[5] = Addition_0[10] + Addition_0[11];
assign Addition_1[6] = Addition_0[12] + Addition_0[13];
assign Addition_1[7] = Addition_0[14] + Addition_0[15];
assign Addition_2[0] = Addition_1[0] + Addition_1[1];
assign Addition_2[1] = Addition_1[2] + Addition_1[3];
assign Addition_2[2] = Addition_1[4] + Addition_1[5];
assign Addition_2[3] = Addition_1[6] + Addition_1[7];
assign Addition_3[0] = Addition_2[0] + Addition_2[1];
assign Addition_3[1] = Addition_2[2] + Addition_2[3];
assign Addition_4 = Addition_3[0] + Addition_3[1];
assign Multiplied_Result_Out = Enable_In ? Addition_4 : 64'bZ;
endmodule
### /design/flow/run.sh
#!/bin/bash
# OpenROAD 26Q1-2900-gdf79404cd8, Yosys 0.63+post, stock flow scripts
make -C /OpenROAD-flow-scripts/flow DESIGN_CONFIG=/design/flow/config.mk WORK_HOME=/design/flow/orfs finish
==> Slide: Implementation Results <==
Synthesis and Place & Route Summary

Run status
  – Status: finished clean

Power
  – Total leakage power: 17.1 nW
  – Pint: 11.7 mW
  – Peak VDD IR: 0.00117 V
  – Total power draw: 22.9 mW
  – Switching Share: 0.488
  – NetSw: 11.2 mW
  – PwrDens: 664 nW/um^2

Logic synthesis
  – Largest cells by area: fa_1 (54%), inv_1 (9.6%), ha_1 (9.0%), nand2_1 (8.9%), and2_1 (6.0%)
  – Ys cells: 3691
  – Synthesized instance count: 3691
  – Cell taking the most area after synthesis: fa_1
  – Area leader share: 0.543
  – Sequential-to-total area share from yosys stat: 0
  – Synth Area per Inst: 8.77 sq um
  – Chip Area, Yosys: 32400 sq um
  – Synthesized area: 32400 sq um
  – Yosys warns: 2
  – Yosys cell types: 64
  – Most frequent cell after synthesis: fa_1
  – Synth cell count leaders: fa_1 (879), inv_1 (832), nand2_1 (765)

GRT
  – Vias in the first global route: 24.7k
  – Total track usage: 0.276
  – Grt total ovfl: 0
  – Largest net degree at the start of global routing: 33
  – Initial antenna violation count: 1
  – First-pass GRT wire length: 132000 microns

Drt
  – DRC violations left: 0
  – Vias: 23.7k
  – WL per Instance: 17.6 microns
  – 1st-iter DRT viols: 923
  – WL final: 79500 microns
  – Number of routed nets with antenna violations: 0
  – Avg Vias per Cell: 5.24
  – Router iterations before antenna repair: 5

Setup path
  – Critical Path Start Type: input pin
  – Crit end category: output pin
  – WP buf/inv: 12
  – Critical path arrival: 19.79 ns
  – CP Class: input pin to output pin
  – CP delay by family, top: adder cells
  – Critical path's slowest cell: a2111oi_0
  – Worst Path Required: 28.48 ns
  – Max stage delay on crit path: 0.64 ns
  – CP Max Fanout: 32
  – Most frequent CP cell: fa_1

Final timing
  – Slew headroom: 0.570
  – Worst Max-Slew Pin Slew: 0.629 ns
  – Final worst slack: 8.69 ns
  – Tmin final: 26.91 ns
  – Max frequency: 37.2 MHz
  – Final setup violation count: 0
  – WHS: 15.50 ns
  – Hold Fails Final Rpt: 0
  – Fin crit share: 0.756
  – Setup TNS: 0 ns
  – Setup repair after global routing missed its margin: false
  – Pins Over Slew Limit: 0

CTS
  – Post-CTS sizing: 0
  – Post-CTS Hold Buffers: 0
  – Postcts setup bufs: 0

Finish
  – Syn-to-layout area delta: 6.27%
  – Fraction of final layout cells sized beyond drive strength 1: 0.0259
  – Non-Filler Instances: 4521
  – Flops: 0
  – Clock buffer count: 0
  – Sequential cell area: 0 sq um

Placement
  – DP HPWL: 61000 microns
  – Buffers on Ports: 128
  – Worst slack, placed: 8.69 ns
  – Placed insts: 4520
  – Placer congestion estimate: 0.919

Hold path
  – Worst Hold Class: input pin to output pin

Floorplanning
  – Floorplan core density: 0.510
  – Die X: 257 microns
  – Chip height: 257 microns
  – Core area: 63500 sq um
  – Top Ports: 129
  – Cell row count: 92
  – Die area: 65800 sq um

Run
  – Max Cap Viol: 0
  – Tool warnings: 37
## routing by layer
layer	track usage	up-vias	part of all wire
met3	0.0846	71	0.079
met2	0.440	721	0.50
met4	0.0435	0	0.020
met5	0	-	0
met1	0.404	12200	0.40
li1	-	10700	-
## tightest hold or removal path, stage by stage
cell and delay, ns:
clkdlybuf4s50_1 0.39, buf_4 0.25, and2_1 0.18, clkdlybuf4s50_1 0.43
## power groups by stage
stage	Combinational (mW)	Sequential (mW)	Clock, mW
global route	25.8	0	0
CTS	23.4	0	0
## stage by stage
step,instance area (sq um),util
after detailed placement,34400,0.542
after global placement,34400,0.542
after floorplan,32400,-
final,34400,0.542
after CTS,34400,0.542
after global routing,34400,0.542
## final timing paths
path / from / end / depth (start not counted)
max: Data_B_In[14] / Multiplied_Result_Out[63] / 44
min: Data_B_In[0] / Multiplied_Result_Out[0] / 4
## cells in the final DEF (no fill, tap or decap), types with 3 or more instances in the layout
| cell | count |
|---|---|
| nor3_1 | 3 |
| a211o_1 | 3 |
| o21ai_0 | 41 |
| nand4_1 | 16 |
| o21a_1 | 3 |
| ha_1 | 232 |
| o22ai_1 | 3 |
| and2_1 | 309 |
| nor2_1 | 44 |
| clkdlybuf4s50_1 | 128 |
| a21o_1 | 35 |
| a211oi_1 | 3 |
| fa_1 | 879 |
| xnor2_1 | 49 |
| a31oi_1 | 9 |
| a21oi_1 | 92 |
| o21bai_1 | 14 |
| nand2_1 | 765 |
| o21ai_2 | 5 |
| o21ai_1 | 8 |
| nor2b_1 | 10 |
| xor2_1 | 35 |
| a31o_2 | 3 |
| nand2b_1 | 9 |
| a221o_1 | 3 |
| o211ai_1 | 5 |
| and3_1 | 7 |
| inv_1 | 832 |
| o31ai_1 | 3 |
| nand3_1 | 17 |
| buf_4 | 64 |
## cell families (layout without fill, tap and decap cells)
family,count (synthesis),count (layout),share of synthesized area
buffers and inverters,1041,1024,0.121
other,0,1,0
XOR/XNOR,84,84,0.0227
AND-OR/OR-AND,261,261,0.0553
AND/OR/NAND/NOR,1194,1194,0.168
adder cells (fa/ha/maj),1111,1111,0.633
## final cells by class
type	instances	area, sq um
Antenna cell	1	2.50
Multi-Input combinational cell	2650	28500
Inverter	832	3120
Tap cell	846	1060
Timing Repair Buffer	192	1760
Fill cell	6052	29100
Power figures rest on the tool's default switching activity, not on a simulated workload.
