==> flow/design.v <==
module Stack_32_Bit (
    input           Clk_In,
    input           Reset_In,
    input           Enable_In,
    input           Push_Data_Signal_In,
    input           Pop_Data_Signal_In,
    input           Peak_Data_Signal_In,
    output          Stack_Empty_Signal_Out,
    output          Stack_Full_Signal_Out,
    output          Stack_Overflow_Signal_Out,
    output          Stack_Underflow_Signal_Out,
    output [3:0]    SP_Value_Out,
    input  [31:0]   Stack_Write_Data_In,
    output [31:0]   Stack_Read_Data_Out
);
(* ramstyle = "M10K" *) reg [31:0] SRAM_MEMORY [15:0];
reg  [4:0] r_SP = {1'b1, 4'hF};
wire        w_Push_Data_Signal_In;
wire        w_Pop_Data_Signal_In;
wire        w_Peak_Data_Signal_In;
wire        w_Stack_Empty_Signal;
wire        w_Stack_Full_Signal;
reg         r_Stack_Overflow_Signal  = 1'b0;
reg         r_Stack_Underflow_Signal = 1'b0;
wire [3:0]  w_SP_Value_Out;
wire [31:0] w_Stack_Write_Data;
reg  [31:0] r_Stack_Read_Data = 32'b0;
assign w_Push_Data_Signal_In        = Enable_In ? Push_Data_Signal_In       : 1'b0;
assign w_Pop_Data_Signal_In         = Enable_In ? Pop_Data_Signal_In        : 1'b0;
assign w_Peak_Data_Signal_In        = Enable_In ? Peak_Data_Signal_In       : 1'b0;
assign Stack_Empty_Signal_Out       = Enable_In ? w_Stack_Empty_Signal      : 1'bZ;
assign Stack_Full_Signal_Out        = Enable_In ? w_Stack_Full_Signal       : 1'bZ;
assign Stack_Overflow_Signal_Out    = Enable_In ? r_Stack_Overflow_Signal   : 1'bZ;
assign Stack_Underflow_Signal_Out   = Enable_In ? r_Stack_Underflow_Signal  : 1'bZ;
assign SP_Value_Out                 = Enable_In ? w_SP_Value_Out            : 4'bZ;
assign w_Stack_Write_Data           = Enable_In ? Stack_Write_Data_In       : 32'b0;
assign Stack_Read_Data_Out          = Enable_In ? r_Stack_Read_Data         : 32'bZ;
assign w_SP_Value_Out = r_SP[3:0];
assign w_Stack_Empty_Signal = (r_SP == {1'b1, 4'hF}) ? 1'b1 : 1'b0;
assign w_Stack_Full_Signal  = (r_SP == {1'b0, 4'hF}) ? 1'b1 : 1'b0;
always @ (negedge Clk_In or posedge Reset_In)
    begin
        if (Reset_In)
            begin
                r_SP                     <= {1'b1, 4'hF};
                r_Stack_Overflow_Signal  <= 1'b0;
                r_Stack_Underflow_Signal <= 1'b0;
                r_Stack_Read_Data        <= 32'b0;
            end
        else if (w_Push_Data_Signal_In)
            begin
                if (w_Stack_Full_Signal)
                    begin
                        r_SP                    <= r_SP;
                        r_Stack_Overflow_Signal <= 1'b1;
                    end
                else
                    begin
                        SRAM_MEMORY[r_SP[3:0]]  <= w_Stack_Write_Data;
                        r_SP                    <= r_SP - 1'b1;
                        r_Stack_Overflow_Signal <= 1'b0;
                    end
            end
        else if (w_Pop_Data_Signal_In)
            begin
                if (w_Stack_Empty_Signal)
                    begin
                        r_Stack_Read_Data        <= 32'b0;
                        r_SP                     <= r_SP;
                        r_Stack_Underflow_Signal <= 1'b1;
                    end
                else
                    begin
                        r_Stack_Read_Data        <= SRAM_MEMORY[r_SP[3:0] + 1'b1];
                        r_SP                     <= r_SP + 1'b1;
                        r_Stack_Underflow_Signal <= 1'b0;
                    end
            end
        else if (w_Peak_Data_Signal_In)
            begin
                if (w_Stack_Empty_Signal)
                    begin
                        r_Stack_Read_Data        <= 32'b0;
                        r_SP                     <= r_SP;
                        r_Stack_Underflow_Signal <= 1'b1;
                    end
                else
                    begin
                        r_Stack_Read_Data        <= SRAM_MEMORY[r_SP[3:0] + 1'b1];
                        r_SP                     <= r_SP;
                        r_Stack_Underflow_Signal <= 1'b0;
                    end
            end
        else
            begin
                r_SP                     <= r_SP;
                r_Stack_Overflow_Signal  <= 1'b0;
                r_Stack_Underflow_Signal <= 1'b0;
                r_Stack_Read_Data        <= r_Stack_Read_Data;
            end
    end
endmodule
==> flow/run.sh <==
#!/bin/bash
# OpenROAD 26Q1-2900-gdf79404cd8, Yosys 0.63+post, stock flow scripts
make -C /OpenROAD-flow-scripts/flow DESIGN_CONFIG=/design/flow/config.mk WORK_HOME=/design/flow/orfs finish
==> flow/config.mk <==
export PLATFORM = sky130hd
export DESIGN_NAME = Stack_32_Bit
export DESIGN_NICKNAME = Stack_32_Bit
export VERILOG_FILES = /design/flow/design.v
export SDC_FILE = /design/flow/constraint.sdc
export NUM_CORES = 4
export LEC_CHECK = 1
export CORE_UTILIZATION = 50
==> flow/constraint.sdc <==
current_design Stack_32_Bit

set clk_period 6.3
set clk_io_pct 0.2

create_clock -name clk0 -period $clk_period [get_ports {Clk_In}]

set non_clock_inputs [all_inputs -no_clocks]
set_input_delay [expr $clk_period * $clk_io_pct] -clock clk0 $non_clock_inputs
set_output_delay [expr $clk_period * $clk_io_pct] -clock clk0 [all_outputs]
==> insert_results.sql <==
-- physical implementation figures
INSERT INTO impl_metrics (metric_group, metric, value, unit) VALUES
('status', 'outcome', 'finished, final reports clean', ''),
('power', 'total_leakage_power', '11.56', 'nW'),
('detailed_routing', 'avgRoutedWirePerCell', '21.71', 'um'),
('worst_setup_path', 'crit_path_max_fo', '2', ''),
('layout', 'lay_top_cells', 'inv_1 (529), edfxtp_1 (512), a21oi_1 (121)', ''),
('worst_setup_path', 'cp.buffers_inverters', '2', ''),
('synthesis', 'xor_area_share', '0.2018', '%'),
('worst_setup_path', 'worstSetupPathType', 'register to primary output', ''),
('timing', 'setup_violations', '0', ''),
('detailed_routing', 'first_pass_iters', '5', ''),
('synthesis', 'synthArstFlopShare', '7.078', '%'),
('cts', 'h-tree-depth', '2', ''),
('detailed_routing', 'routed-via-count', '14220', ''),
('detailed_routing', 'initialDrtViolationCount', '882', ''),
('worst_setup_path', 'end_kind', 'primary output', ''),
('floorplan', 'floorplan.die.width', '210.3', 'um'),
('placement', 'dp_hpwl', '32140', 'um'),
('timing', 'pins_over_their_slew_limit', '0', ''),
('worst_setup_path', 'worst_ep_required_time', '5.04', 'ns'),
('timing', 'grt_setup_unrepaired', 'false', ''),
('cts', 'path_clk_slew', '0.05', 'ns'),
('global_route', 'grt_busiest_layer', 'met2', ''),
('cts', 'cts_buffer_depth', '3', ''),
('cts', 'clk_latency_worst_skew_pair', '0.64', 'ns'),
('min_path', 'worst_hold_path_type', 'register to register', ''),
('timing', 'hold_viol_final', '0', ''),
('floorplan', 'floorplan.core_area', '42420', 'um2'),
('global_route', 'grt_start_max_net_pins', '87', ''),
('layout', 'final_layout_size_suffix_gt1_share', '11.51', '%'),
('detailed_routing', 'n_diodes', '0', ''),
('power', 'peak_supply_drop', '0.5642', 'mV'),
('global_route', 'grt_antenna_before_repair', '0', ''),
('placement', 'buffer_ports.inserted', '77', ''),
('cts', 'cts.sink_count', '551', ''),
('synthesis', 'ys_seq_share', '75.37', '%'),
('global_route', 'gr-usage-met1', '40.51', '%'),
('synthesis', 'post_synth_mux_area_share', '4.543', '%'),
('synthesis', 'netlist_logic_family_top', 'AND-OR/OR-AND gates', ''),
('detailed_routing', 'routed_wirelength', '57060', 'um'),
('global_route', 'grt_first_pass_wirelength', '85830', 'um'),
('detailed_routing', 'route.detailed.vias_per_inst', '5.412', ''),
('layout', 'area_growth', '28.62', '%'),
('synthesis', 'ys_sh_simple', '5.978', '%'),
('worst_setup_path', 'timing.critical_path.slowest_cell_delay', '0.62', 'ns'),
('synthesis', 'mean_instance_size_in_the_synthesized_netlist', '16.08', 'um2'),
('synthesis', 'synthesis.yosys.warnings', '8', ''),
('floorplan', 'fp.dieH', '210.3', 'um'),
('placement', 'place_congestion', '0.8723', ''),
('synthesis', 'aoi_share', '11.17', '%'),
('floorplan', 'ioPinCount', '78', ''),
('job', 'max_cap_viol_count', '0', ''),
('cts', 'cts_tree', 'built', ''),
('timing', 'worstMarginPinSlew', '0.9342', 'ns'),
('layout', 'final_cell_area', '27920', 'um2'),
('worst_setup_path', 'timing.critical_path.max_delay_family', 'flip-flops', ''),
('worst_setup_path', 'r2r_cells', '9', ''),
('cts', 'numCtsBuffers', '57', ''),
('worst_setup_path', 'critical_path_arrival', '4.98', 'ns'),
('global_route', 'globalRoute.totalOverflow', '0', ''),
('synthesis', 'yosys_cells', '1350', ''),
('global_route', 'global_route.usage.met2', '40.92', '%'),
('synthesis', 'syn_inst', '1350', ''),
('worst_setup_path', 'worstPathCellList', 'buf_4 > clkdlybuf4s50_1', ''),
('layout', 'area.sequential', '16360', 'um2'),
('job', 'openroad.warnings', '544', ''),
('timing', 'totalNegativeSetupSlack', '0', 'ns'),
('synthesis', 'ys.flops', '551', ''),
('timing', 'worst_case_headroom_to_the_max_slew_limit', '36.11', '%'),
('worst_setup_path', 'type_of_origin_of_the_critical_path', 'register', ''),
('timing', 'worst_clock_skew', '0.06324', 'ns'),
('floorplan', 'die_area', '44240', 'um2');
-- registers in the layout, indices dropped and copies added, names as in the netlist --
name	flops
r_Stack_Overflow_Signal	1
r_Stack_Underflow_Signal	1
r_Stack_Read_Data	32
SRAM_MEMORY	512
r_SP	5
-- path summary, 6_finish.rpt --
check | from | to | slack (ns)
setup reg to reg | r_SP[0]$_DFFE_NP1P_ | r_Stack_Read_Data[29]$_DFFE_NP0P_ | 2.38
max in group asynchronous | Reset_In | r_Stack_Read_Data[22]$_DFFE_NP0P_ | 1.33
hold reg to reg | r_Stack_Underflow_Signal$_DFFE_NP0N_ | r_Stack_Underflow_Signal$_DFFE_NP0N_ | 0.46
hold / removal | r_Stack_Underflow_Signal$_DFFE_NP0N_ | r_Stack_Underflow_Signal$_DFFE_NP0N_ | 0.46
setup / recovery | r_SP[2]$_DFFE_NP1P_ | SP_Value_Out[2] | 0.06
min in group asynchronous | Reset_In | r_Stack_Read_Data[8]$_DFFE_NP0P_ | 4.45
-- metrics by stage --
step	cells	worst slack (ns)	hold slack, ns	power, W	util (%)
2_1_floorplan	1350	-0.4564	0.3962	0.006767	-
3_3_place_gp	1996	-0.2399	0.4101	0.007910	56.28
3_5_place_dp	1996	-0.1988	0.4230	0.007917	56.28
4_1_cts	2624	-0.1069	0.4650	0.01230	65.71
5_1_grt	2628	0.009835	0.4755	0.01304	65.81
6_report	2628	0.06176	0.4558	0.01223	65.81
-- worst register-to-register path: cells and delay by family (launching register included) --
kind	cells	cell delay (ns)
AOI/OAI and AO/OA	3	1.04
buffers and inverters	5	1.91
and+or+nand+nor	1	0.12
DFF	1	0.62
-- kinds of logic after synthesis --
group / Yosys count
AND/OR/NAND/NOR: 252
flip-flops: 551
multiplexers: 97
XOR/XNOR: 5
AND-OR/OR-AND: 343
adder cells (fa/ha/maj): 4
buffers and inverters: 98
-- timing repair --
action	4_1_cts	5_1_grt
hold buffers	0	0
pin swaps	3	1
cloned	1	0
gates resized	11	4
buffers inserted	5	4
endpoints found under the setup margin	4	3
-- power by group --
part / switching [W] / internal [W] / leakage (nW) / total [W]
Combinational: 0.00197 / 0.00120 / 2.67 / 0.00316
Sequential: 0.000117 / 0.00425 / 5.15 / 0.00436
Clock: 0.00217 / 0.00254 / 3.74 / 0.00470
-- routing by layer --
layer | part of all wire, % | vias up
met3 | 14 | 97
met1 | 37 | 6711
li1 | - | 6662
met5 | 0 | -
met4 | 2.4 | 0
met2 | 46 | 753
-- cell type report --
class	count	area share (%)
flip-flops and latches	551	58.62
multi-input cells	701	17.97
clock inverters	552	8.274
repair buffers	171	6.799
clock buffers	71	5.670
well taps	577	2.586
inverters	5	0.08068
-- synthesized netlist by cell type (6+ instances only) --
cell | n | area share (%)
nand2b_1 | 38 | 1.1
a221oi_2 | 16 | 1.1
nor3b_1 | 25 | 0.86
o22ai_1 | 33 | 0.95
dfrtn_1 | 34 | 3.9
a2111oi_0 | 44 | 1.8
a21oi_1 | 121 | 2.8
a31oi_1 | 9 | 0.26
a22oi_1 | 67 | 2.3
clkbuf_1 | 29 | 0.50
edfxtp_1 | 512 | 71
mux2i_1 | 94 | 4.3
a211oi_1 | 6 | 0.21
buf_4 | 14 | 0.48
buf_6 | 9 | 0.47
nor3_1 | 9 | 0.21
nor2b_1 | 6 | 0.17
buf_2 | 40 | 0.92
o21ai_0 | 11 | 0.25
nor2_1 | 103 | 1.8
a2111oi_1 | 10 | 0.46
nand2_1 | 19 | 0.33
a221oi_1 | 10 | 0.40
and2_1 | 35 | 1.0
Power is estimated from default activity; no workload was simulated.
