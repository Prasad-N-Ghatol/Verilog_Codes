==> design.v <==
module Unsigned_Array_Multiplier_16_Bit (
    input         Enable_In,
    input  [15:0] Data_A_In,
    input  [15:0] Data_B_In,
    output [31:0] Multiplied_Result_Out
);
wire [31:0] Sub_Products [15:0];
wire [31:0] Addition_0 [7:0];
wire [31:0] Addition_1 [3:0];
wire [31:0] Addition_2 [1:0];
wire [31:0] Addition_3;
assign Sub_Products[0]  = Data_B_In[0]  ? (Data_A_In)       : 32'b0;
assign Sub_Products[1]  = Data_B_In[1]  ? (Data_A_In << 1)  : 32'b0;
assign Sub_Products[2]  = Data_B_In[2]  ? (Data_A_In << 2)  : 32'b0;
assign Sub_Products[3]  = Data_B_In[3]  ? (Data_A_In << 3)  : 32'b0;
assign Sub_Products[4]  = Data_B_In[4]  ? (Data_A_In << 4)  : 32'b0;
assign Sub_Products[5]  = Data_B_In[5]  ? (Data_A_In << 5)  : 32'b0;
assign Sub_Products[6]  = Data_B_In[6]  ? (Data_A_In << 6)  : 32'b0;
assign Sub_Products[7]  = Data_B_In[7]  ? (Data_A_In << 7)  : 32'b0;
assign Sub_Products[8]  = Data_B_In[8]  ? (Data_A_In << 8)  : 32'b0;
assign Sub_Products[9]  = Data_B_In[9]  ? (Data_A_In << 9)  : 32'b0;
assign Sub_Products[10] = Data_B_In[10] ? (Data_A_In << 10) : 32'b0;
assign Sub_Products[11] = Data_B_In[11] ? (Data_A_In << 11) : 32'b0;
assign Sub_Products[12] = Data_B_In[12] ? (Data_A_In << 12) : 32'b0;
assign Sub_Products[13] = Data_B_In[13] ? (Data_A_In << 13) : 32'b0;
assign Sub_Products[14] = Data_B_In[14] ? (Data_A_In << 14) : 32'b0;
assign Sub_Products[15] = Data_B_In[15] ? (Data_A_In << 15) : 32'b0;
assign Addition_0[0] = Sub_Products[0]  + Sub_Products[1];
assign Addition_0[1] = Sub_Products[2]  + Sub_Products[3];
assign Addition_0[2] = Sub_Products[4]  + Sub_Products[5];
assign Addition_0[3] = Sub_Products[6]  + Sub_Products[7];
assign Addition_0[4] = Sub_Products[8]  + Sub_Products[9];
assign Addition_0[5] = Sub_Products[10] + Sub_Products[11];
assign Addition_0[6] = Sub_Products[12] + Sub_Products[13];
assign Addition_0[7] = Sub_Products[14] + Sub_Products[15];
assign Addition_1[0] = Addition_0[0] + Addition_0[1];
assign Addition_1[1] = Addition_0[2] + Addition_0[3];
assign Addition_1[2] = Addition_0[4] + Addition_0[5];
assign Addition_1[3] = Addition_0[6] + Addition_0[7];
assign Addition_2[0] = Addition_1[0] + Addition_1[1];
assign Addition_2[1] = Addition_1[2] + Addition_1[3];
assign Addition_3 = Addition_2[0] + Addition_2[1];
assign Multiplied_Result_Out = Enable_In ? Addition_3 : 32'bZ;
endmodule
==> run.sh <==
#!/bin/bash
# OpenROAD 26Q1-2900-gdf79404cd8, Yosys 0.63+post, stock flow scripts
make -C /OpenROAD-flow-scripts/flow DESIGN_CONFIG=/design/flow/config.mk WORK_HOME=/design/flow/orfs finish
==> config.mk <==
export PLATFORM = sky130hd
export DESIGN_NAME = Unsigned_Array_Multiplier_16_Bit
export DESIGN_NICKNAME = Unsigned_Array_Multiplier_16_Bit
export VERILOG_FILES = /design/flow/design.v
export SDC_FILE = /design/flow/constraint.sdc
export NUM_CORES = 4
export LEC_CHECK = 1
export CORE_UTILIZATION = 30
==> constraint.sdc <==
current_design Unsigned_Array_Multiplier_16_Bit

set clk_period 21.4
set clk_io_pct 0.2

create_clock -name clk0 -period $clk_period

set non_clock_inputs [all_inputs -no_clocks]
set_input_delay [expr $clk_period * $clk_io_pct] -clock clk0 $non_clock_inputs
set_output_delay [expr $clk_period * $clk_io_pct] -clock clk0 [all_outputs]
==> qor.yml <==
fmax_ghz: 0.05625
drv_slew: 0
yosysWarnings: 2
ys_seq_share_pct: 0
maxSlewHeadroom_pct: 53.15
fillCellCount: 2913
die_w_microns: 170.4
rsz0062_at_grt: "false"
vias: 6352
fin_ws_ns: 3.622
worstPathArrival_ns: 13.50
drv_cap: 0
place_worst_setup_slack_ns: 3.618
top_area_cell: "fa_1"
tns_ns: 0
final_layout_size_suffix_gt1_share_pct: 1.505
synthCells: 970
critPathKind: "in2out"
mostFrequentLayoutCell: "fa_1"
ant_nets: 0
drtIter0Drc: 237
cp-start-kind: "input port"
dp_hpwl_microns: 14720
drt_first_pass_iters: 4
ys_top_cells_by_area: "fa_1 (44%), ha_1 (12%), and2_1 (12%)"
setup.worst_path.end: "Multiplied_Result_Out[31]"
combGateArea_sq_um: 7659
cts_resized: 0
place_congestion: 0.8327
cp_data_required_time_ns: 17.12
fin_crit_ns: 17.78
postCtsHoldBufs: 0
core_area_sq_um: 27860
crit_fanout: 16
hp-class: "in2out"
flops: 0
tightest_slew_ns: 0.7005
finalHoldViolations: 0
antenna_found_initial: 0
rows: 61
top_area_share_pct: 44.50
syn_avg_cell_area_sq_um: 8.766
warnings: 35
drc: 0
finalClockPeriodUsage_pct: 83.07
hold_start: "Data_B_In[0]"
postCtsSetupBuffers: 0
die_h_microns: 170.4
seqCellArea_sq_um: 0
layout_top_cells: "fa_1 (189), inv_1 (185), and2_1 (159)"
die_area_sq_um: 29020
io_pins: 65
viasPerCell: 4.620
crit_path_end_kind: "primary output"
setup_violations: 0
grt_pass1_wl_microns: 30260
n_clock_buffer: 0
yosysChipArea_sq_um: 8503
ys_cells: 970
gr-usage-all-layers_pct: 13.32
critPathLaunch: "Data_A_In[5]"
outcome: "completed"
io_buffers: 64
routed_wl_microns: 17420
grt_start_max_net_pins: 17
fp_util_pct: 30.52
syn_to_final_growth_pct: 11.33
grt-ovfl-total: 0
wl_per_cell_microns: 12.67
synth_cell_types: 60
grt_pass1_vias: 6126
num_antenna_cells: 0
synth_area_sq_um: 8503
Yosys cell counts, drive strengths merged, types with 2 or more instances:
cell	n
nor2	12
and4	2
nand2b	6
nand2	118
o31ai	2
and2	159
o2111ai	2
buf	2
nor3b	5
o21ai	15
a21oi	30
o41ai	3
o211ai	4
a211oi	4
o21bai	4
xor2	9
o21a	2
mux2i	3
nand3	15
nand3b	3
nand4	4
or3	3
xnor2	20
a21o	8
fa	189
clkbuf	35
nor2b	5
a31oi	4
and3	3
ha	84
nor3	7
a21boi	3
inv	185
logic make-up (layout without fill, tap and decap cells):
kind of cell / Yosys count / after routing / synth area share (%)
and+or+nand+nor: 347 / 347 / 21.65
AOI/OAI and AO/OA: 95 / 95 / 8.093
xor gates and xnor gates: 29 / 29 / 2.987
muxes: 4 / 4 / 0.4856
adders and majority gates: 273 / 273 / 56.86
buffers and inverters: 222 / 249 / 9.932
per-stage QoR:
step / hold slack [ns] / instances / cell area [sq um] / utilization [%]
final: 9.899 / 1375 / 9467 / 33.98
after global routing: 10.03 / 1375 / 9467 / 33.98
after detailed placement: 9.920 / 1375 / 9467 / 33.98
after CTS: 9.920 / 1375 / 9467 / 33.98
after floorplan: 8.637 / 970 / 8503 / -
after global placement: 9.911 / 1375 / 9467 / 33.98
worst max-delay path, cell delays in order:
cell and delay (ns):
clkdlybuf4s50_1 0.76, and2_1 0.33, fa_1 0.50, fa_1 0.50, fa_1 0.49, inv_1 0.05
fa_1 0.47, inv_1 0.04, ha_1 0.37, a2111o_1 0.39, o22a_1 0.23, a21boi_0 0.44
xor2_1 0.20, fa_1 0.51, inv_1 0.05, fa_1 0.51, inv_1 0.05, fa_1 0.46
fa_1 0.54, inv_1 0.04, ha_1 0.36, nand3_1 0.10, o2111a_2 0.29, o21bai_1 0.14
a21oi_1 0.17, o41ai_1 0.55, xnor2_1 0.18, clkdlybuf4s50_1 0.47
worst min-delay path by stage:
| stage | end | cells past startpoint |
|---|---|---|
| finish | Multiplied_Result_Out[0] | 3 |
| global route | Multiplied_Result_Out[0] | 3 |
| CTS | Multiplied_Result_Out[0] | 3 |
layer usage:
metal,vias up,part of all wire (%),track usage (%),wire (microns)
met1,3208,50,21.74,8691
met5,-,0,0,0
li1,3033,-,-,-
met4,0,0.36,0.5092,63
met2,105,46,20.94,8033
met3,6,3.6,1.042,625
layout make-up:
class              instances  share of cell area [%]
repair buffers            64                   6.767
inverters                185                   7.335
well taps                378                   4.996
multi-input cells        748                   80.90
