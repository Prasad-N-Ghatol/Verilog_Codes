==> flow/design.v <==
module SRAM_Dual_Port_32_Bit (
    input           Clk_In,
    input           Enable_In,
    input           Port_1_Write_Enable_In,
    input           Port_1_Read_Enable_In,
    input  [3:0]    Port_1_Address_In,
    input  [31:0]   Port_1_Write_Data_In,
    output [31:0]   Port_1_Read_Data_Out,
    input           Port_2_Write_Enable_In,
    input           Port_2_Read_Enable_In,
    input  [3:0]    Port_2_Address_In,
    input  [31:0]   Port_2_Write_Data_In,
    output [31:0]   Port_2_Read_Data_Out
);
(* ramstyle = "M10K" *) reg [31:0] SRAM_MEMORY [15:0];
wire       w_Port_1_Write_Enable;
wire       w_Port_1_Read_Enable;
wire [3:0] w_Port_1_Address;
wire [31:0] w_Port_1_Write_Data;
reg  [31:0] r_Port_1_Read_Data = 32'b0;
wire       w_Port_2_Write_Enable;
wire       w_Port_2_Read_Enable;
wire [3:0] w_Port_2_Address;
wire [31:0] w_Port_2_Write_Data;
reg  [31:0] r_Port_2_Read_Data = 32'b0;
assign w_Port_1_Write_Enable    = Enable_In                             ? Port_1_Write_Enable_In : 1'b0;
assign w_Port_1_Read_Enable     = Enable_In                             ? Port_1_Read_Enable_In  : 1'b0;
assign w_Port_1_Address         = Enable_In                             ? Port_1_Address_In      : 4'b0;
assign w_Port_1_Write_Data      = Enable_In                             ? Port_1_Write_Data_In   : 32'b0;
assign Port_1_Read_Data_Out     = (Enable_In && w_Port_1_Read_Enable)   ? r_Port_1_Read_Data     : 32'bZ;
assign w_Port_2_Write_Enable    = Enable_In                             ? Port_2_Write_Enable_In : 1'b0;
assign w_Port_2_Read_Enable     = Enable_In                             ? Port_2_Read_Enable_In  : 1'b0;
assign w_Port_2_Address         = Enable_In                             ? Port_2_Address_In      : 4'b0;
assign w_Port_2_Write_Data      = Enable_In                             ? Port_2_Write_Data_In   : 32'b0;
assign Port_2_Read_Data_Out     = (Enable_In && w_Port_2_Read_Enable)   ? r_Port_2_Read_Data     : 32'bZ;
always @ (negedge Clk_In)
    begin
        if (w_Port_1_Read_Enable)
            begin
                r_Port_1_Read_Data <= SRAM_MEMORY[w_Port_1_Address];
            end
        else if (w_Port_1_Write_Enable)
            begin
                SRAM_MEMORY[w_Port_1_Address] <= w_Port_1_Write_Data;
            end
        if (w_Port_2_Read_Enable)
            begin
                r_Port_2_Read_Data <= SRAM_MEMORY[w_Port_2_Address];
            end
        else if (w_Port_2_Write_Enable)
            begin
                SRAM_MEMORY[w_Port_2_Address] <= w_Port_2_Write_Data;
            end
    end
endmodule
==> flow/run.sh <==
#!/bin/bash
# OpenROAD 26Q1-2900-gdf79404cd8, Yosys 0.63+post, stock flow scripts
make -C /OpenROAD-flow-scripts/flow DESIGN_CONFIG=/design/flow/config.mk WORK_HOME=/design/flow/orfs finish
==> flow/config.mk <==
export PLATFORM = sky130hd
export DESIGN_NAME = SRAM_Dual_Port_32_Bit
export DESIGN_NICKNAME = SRAM_Dual_Port_32_Bit
export VERILOG_FILES = /design/flow/design.v
export SDC_FILE = /design/flow/constraint.sdc
export NUM_CORES = 4
export LEC_CHECK = 1
export CORE_UTILIZATION = 40
==> flow/constraint.sdc <==
current_design SRAM_Dual_Port_32_Bit

set clk_period 26.4
set clk_io_pct 0.2

create_clock -name clk0 -period $clk_period [get_ports {Clk_In}]

set non_clock_inputs [all_inputs -no_clocks]
set_input_delay [expr $clk_period * $clk_io_pct] -clock clk0 $non_clock_inputs
set_output_delay [expr $clk_period * $clk_io_pct] -clock clk0 [all_outputs]
==> flow report <==
WORST SETUP PATH
---------------------------------------------------------------------------------
CP endpoint kind                                                             flop
Slowest stage delay, CP                                                   0.98 ns
Slowest-stage cell, CP                                               clkdlybuf4s50_1
Critical path type                                                   primary input to flop
Crit-path cells                                                      clkdlybuf4s50_1 -> nand2_1 -> nor2_1 -> nand2_1 -> o21ai_4 -> buf_4
Number of cells traversed by the worst register-to-register path                4
Startpoint Class                                                     primary input
Worst EP arrival                                                          8.81 ns
Cell repeated most along the worst path                                   nand2_1
Data required time of the critical path                                  13.48 ns
Maximum fanout along the worst path                                            19

GRT
---------------------------------------------------------------------------------
Largest net degree at the start of global routing                              83
GRT Total Usage                                                             32.7%
Antenna violations before repair                                                2
Global-route wire length before repair                                 180,000 um
Number of global-route vias before repair                                  29,500
Leftover overflow at the end of global routing                                  0

STA
---------------------------------------------------------------------------------
Setup repair after global routing missed its margin                         false
Final Max Tran Viols                                                            0
Transition time of the tightest slew-check pin                            1.07 ns
Setup violators final                                                           0
Summed negative setup slack over all endpoints                               0 ns
Final hold violation count                                                      0
Worst-case headroom to the max-slew limit                                   28.3%
Worst-case setup margin in the final layout                               4.67 ns
Clock skew                                                              0.0356 ns

ROUTE
---------------------------------------------------------------------------------
Diode insertion count for antenna repair                                        0
Aggregate routed wire length                                           125,000 um
Pre-antenna DRT Iters                                                           8
Via density                                                                  6.06
Total number of vias                                                       28,200
Routed length per instance                                                26.9 um
Initial DRC count                                                           2,693
Remaining DRCs                                                                  0
Antenna Violating Nets Remaining                                                0

LAYOUT
---------------------------------------------------------------------------------
Proportion of layout cells with a drive suffix above 1                      11.0%
Count of non-filler cells in the finished layout                            4,650
Relative area change from synthesis to final layout                         20.5%
Fill cell total of the finished layout                                      6,670
Area taken by flip-flops and latches                                  0.0173 mm^2
Combinational gate area                                               0.0134 mm^2
Utilization after layout                                                    48.8%

CLOCKING
---------------------------------------------------------------------------------
Buffer depth of the longest clock path                                          3
Hold buffer count at CTS                                                        0
Count of H-tree levels built during CTS                                         3
Clock tree from TritonCTS                                                    done
# clock sinks                                                                 576
Clk Tree Root Cell                                                      clkbuf_16
Post-cts resize count                                                           0
Clock transition at the registers of the reported paths                   0.03 ns
Post-CTS setup buffers                                                          0
Number of buffers created by CTS                                               70
Clock latency of the later-clocked register in the worst-skew pair        0.66 ns

PLACEMENT
---------------------------------------------------------------------------------
Port-buffer cells                                                             141
Gpl congestion                                                              0.992
Placed wire-length estimate after detailed placement                    73,800 um
Number of placed cells counting well taps                                   3,955
Pre-CTS setup slack                                                       4.20 ns

FLOORPLAN
---------------------------------------------------------------------------------
Horiz. Die Dim                                                             285 um
Number of placement rows                                                      103
Height of the die                                                          285 um
Initial cell density of the core                                            40.5%
Area of the die                                                       0.0811 mm^2
I/O pin count                                                                 142
Standard cell core area                                               0.0790 mm^2

SYNTH
---------------------------------------------------------------------------------
Asr flop ratio synth                                                           0%
Cell count listed in synth_stat.txt                                         3,006
Area reported by Yosys stat                                           0.0320 mm^2
Number of synthesized flops with an enable pin                                576
Number of cells produced by synthesis                                       3,006
Most frequently used flop master after synthesis                         edfxtp_1
Distinct cell type count of the synthesized netlist                            58
Sequential fraction of the synthesis area                                   54.1%
Synthesized registers                                                         576
Avg Synthesized Cell Area                                               10.6 um^2
Total number of yosys warnings                                                  3
Area of the mapped netlist                                            0.0320 mm^2

STATUS
---------------------------------------------------------------------------------
Status                                                                  completed

PWR
---------------------------------------------------------------------------------
Power density over the cells                                         67.9 mW/mm^2
Total power draw                                                          2620 uW
Leakage                                                                 0.0146 uW
Worst voltage drop across the vdd grid                                    45.7 uV

WORST HOLD PATH
---------------------------------------------------------------------------------
Hold Path Depth                                                                 2
Min-Delay Path Class                                                 flop to flop

FLOW RUN
---------------------------------------------------------------------------------
Max capacitance violation total                                                 0
Warning total across the stage logs                                           601

## stage by stage
step / instance area [um^2] / hold slack, ns
global route: 38600 / 0.640
detailed placement: 34100 / 0.593
finish: 38600 / 0.605
global placement: 34100 / 0.594
floorplan: 32000 / 0.538
CTS: 38600 / 0.608
## report_power, final
part / leakage (uW) / internal (uW) / total [uW] / switching [uW]
registers: 0.00463 / 1030 / 1040 / 6.67
clock network: 0.00425 / 724 / 1340 / 616
logic: 0.00567 / 82.2 / 237 / 154
total: 0.0146 / 1840 / 2620 / 777
## per-layer routing
layer | share of wire, % | track usage, % | vias up
met1 | 34 | 38.5 | 13100
met5 | 0.12 | 1.57 | -
met4 | 5.0 | 16.4 | 8
li1 | - | - | 12400
met3 | 18 | 23.9 | 377
met2 | 44 | 44.9 | 2322
## synthesized netlist by cell type (all sizes together) (7+ instances only)
cell type	count	share of area [%]
a22oi	34	0.80
mux2i	115	3.6
mux4	77	5.4
a211oi	16	0.38
mux2	80	2.8
and2	75	1.5
clkbuf	141	1.7
a32o	10	0.31
a211o	14	0.38
o21ai	576	9.0
edfxtp	576	54
or4	11	0.26
a221oi	51	1.4
nand3	14	0.22
a222oi	21	0.66
o221ai	22	0.60
o31ai	9	0.21
buf	186	3.1
o22ai	33	0.65
nand2	658	7.7
nor2b	11	0.22
a21oi	107	1.7
a21o	25	0.59
a221o	16	0.50
nor2	56	0.67
nor3	7	0.13
## logic make-up (layout without fill, tap and decap cells)
| family | after synthesis | after routing | share of synthesized area [%] |
|---|---|---|---|
| AND/OR/NAND/NOR | 848 | 848 | 11.0 |
| AND-OR/OR-AND | 976 | 976 | 18.3 |
| multiplexers | 272 | 272 | 11.8 |
| flip-flops | 576 | 576 | 54.1 |
| buffers and inverters | 334 | 928 | 4.83 |
## cell type report
cell class	instances	share of cell area, %
flip-flops and latches	576	44.9
multi-input cells	2096	34.7
clock inverters	623	6.95
repair buffers	226	5.32
clock buffers	73	4.74
well taps	1050	3.41
inverters	6	0.0584
## state kept, by name (all words and copies together), names as in the netlist
name,count
r_Port_2_Read_Data,32
SRAM_MEMORY,512
r_Port_1_Read_Data,32
## worst paths after layout
check	start	endpoint	slack (ns)
max reg2reg	SRAM_MEMORY[11][6]$_DFFE_NP_	r_Port_2_Read_Data[6]$_DFFE_NP_	24.58
max	Port_1_Address_In[3]	SRAM_MEMORY[9][26]$_DFFE_NP_	4.67
min	SRAM_MEMORY[2][20]$_DFFE_NP_	r_Port_1_Read_Data[20]$_DFFE_NP_	0.61
min reg2reg	SRAM_MEMORY[2][20]$_DFFE_NP_	r_Port_1_Read_Data[20]$_DFFE_NP_	0.61
## worst max-delay path, delay by kind of cell
| family | cells | cell delay, ns |
|---|---|---|
| AND-OR/OR-AND | 1 | 0.59 |
| buffers and inverters | 2 | 1.48 |
| AND/OR/NAND/NOR | 3 | 1.43 |
## cell usage in the layout, fill, tap and decap left out, types with 77 or more instances in the layout
cell type and n:
nand2_1 648, inv_1 596, edfxtp_1 576, o21ai_0 560
clkdlybuf4s50_1 134, mux2i_1 115, a21oi_1 107, buf_4 86
mux2_2 80, mux4_2 77
Power is estimated from default activity; no workload was simulated.
