[run.sh]
#!/bin/bash
# OpenROAD 26Q1-2900-gdf79404cd8, Yosys 0.63+post, stock flow scripts
make -C /OpenROAD-flow-scripts/flow DESIGN_CONFIG=/design/flow/config.mk WORK_HOME=/design/flow/orfs finish
[config.mk]
export PLATFORM = sky130hd
export DESIGN_NAME = Queue_32_Bit
export DESIGN_NICKNAME = Queue_32_Bit
export VERILOG_FILES = /design/flow/design.v
export SDC_FILE = /design/flow/constraint.sdc
export NUM_CORES = 4
export LEC_CHECK = 1
export CORE_UTILIZATION = 50
[constraint.sdc]
current_design Queue_32_Bit

set clk_period 9.8
set clk_io_pct 0.2

create_clock -name clk0 -period $clk_period [get_ports {Clk_In}]

set non_clock_inputs [all_inputs -no_clocks]
set_input_delay [expr $clk_period * $clk_io_pct] -clock clk0 $non_clock_inputs
set_output_delay [expr $clk_period * $clk_io_pct] -clock clk0 [all_outputs]
[design.v]
module Queue_32_Bit (
    input           Clk_In,
    input           Reset_In,
    input           Enable_In,
    input           Enqueue_Data_Signal_In,
    input           Dequeue_Data_Signal_In,
    input           Peak_Data_Signal_In,
    output          Queue_Empty_Signal_Out,
    output          Queue_Full_Signal_Out,
    output          Queue_Overflow_Signal_Out,
    output          Queue_Underflow_Signal_Out,
    output [3:0]    Front_Pointer_Out,
    output [3:0]    Rear_Pointer_Out,
    input  [31:0]   Queue_Write_Data_In,
    output [31:0]   Queue_Read_Data_Out
);
(* ramstyle = "M10K" *) reg [31:0] SRAM_MEMORY [15:0];
reg  [4:0] r_Front_Pointer = {1'b0, 4'h0};
reg  [4:0] r_Rear_Pointer  = {1'b0, 4'h0};
wire        w_Enqueue_Data_Signal_In;
wire        w_Dequeue_Data_Signal_In;
wire        w_Peak_Data_Signal_In;
reg         w_Queue_Empty_Signal = 1'b0;
reg         w_Queue_Full_Signal  = 1'b0;
reg         r_Queue_Overflow_Signal  = 1'b0;
reg         r_Queue_Underflow_Signal = 1'b0;
wire [3:0]  w_Front_Pointer_Out;
wire [3:0]  w_Rear_Pointer_Out;
wire [31:0] w_Queue_Write_Data;
reg  [31:0] r_Queue_Read_Data = 32'b0;
assign w_Enqueue_Data_Signal_In     = Enable_In ? Enqueue_Data_Signal_In    : 1'b0;
assign w_Dequeue_Data_Signal_In     = Enable_In ? Dequeue_Data_Signal_In    : 1'b0;
assign w_Peak_Data_Signal_In        = Enable_In ? Peak_Data_Signal_In       : 1'b0;
assign Queue_Empty_Signal_Out       = Enable_In ? w_Queue_Empty_Signal      : 1'bZ;
assign Queue_Full_Signal_Out        = Enable_In ? w_Queue_Full_Signal       : 1'bZ;
assign Queue_Overflow_Signal_Out    = Enable_In ? r_Queue_Overflow_Signal   : 1'bZ;
assign Queue_Underflow_Signal_Out   = Enable_In ? r_Queue_Underflow_Signal  : 1'bZ;
assign Front_Pointer_Out            = Enable_In ? w_Front_Pointer_Out       : 4'bZ;
assign Rear_Pointer_Out             = Enable_In ? w_Rear_Pointer_Out        : 4'bZ;
assign w_Queue_Write_Data           = Enable_In ? Queue_Write_Data_In       : 32'b0;
assign Queue_Read_Data_Out          = Enable_In ? r_Queue_Read_Data         : 32'bZ;
assign w_Front_Pointer_Out = r_Front_Pointer[3:0];
assign w_Rear_Pointer_Out  = r_Rear_Pointer[3:0];
always @ (*)
    begin
        if (w_Front_Pointer_Out == w_Rear_Pointer_Out)
            begin
                if (r_Front_Pointer[4] == r_Rear_Pointer[4])
                    begin
                        w_Queue_Empty_Signal <= 1'b1;
                        w_Queue_Full_Signal  <= 1'b0;
                    end
                else
                    begin
                        w_Queue_Empty_Signal <= 1'b0;
                        w_Queue_Full_Signal  <= 1'b1;
                    end
            end
        else
            begin
                w_Queue_Empty_Signal <= 1'b0;
                w_Queue_Full_Signal  <= 1'b0;
            end
    end
always @ (negedge Clk_In or posedge Reset_In)
    begin
        if (Reset_In)
            begin
                r_Front_Pointer          <= {1'b0, 4'h0};
                r_Rear_Pointer           <= {1'b0, 4'h0};
                r_Queue_Overflow_Signal  <= 1'b0;
                r_Queue_Underflow_Signal <= 1'b0;
                r_Queue_Read_Data        <= 32'b0;
            end
        else if (w_Enqueue_Data_Signal_In)
            begin
                if (w_Queue_Full_Signal)
                    begin
                        r_Front_Pointer          <= r_Front_Pointer;
                        r_Queue_Overflow_Signal  <= 1'b1;
                    end
                else
                    begin
                        SRAM_MEMORY[r_Front_Pointer[3:0]]   <= w_Queue_Write_Data;
                        r_Front_Pointer                     <= r_Front_Pointer + 1'b1;
                        r_Queue_Overflow_Signal             <= 1'b0;
                    end
            end
        else if (w_Dequeue_Data_Signal_In)
            begin
                if (w_Queue_Empty_Signal)
                    begin
                        r_Queue_Read_Data        <= 32'b0;
                        r_Rear_Pointer           <= r_Rear_Pointer;
                        r_Queue_Underflow_Signal <= 1'b1;
                    end
                else
                    begin
                        r_Queue_Read_Data        <= SRAM_MEMORY[r_Rear_Pointer[3:0]];
                        r_Rear_Pointer           <= r_Rear_Pointer + 1'b1;
                        r_Queue_Underflow_Signal <= 1'b0;
                    end
            end
        else if (w_Peak_Data_Signal_In)
            begin
                if (w_Queue_Empty_Signal)
                    begin
                        r_Queue_Read_Data        <= 32'b0;
                        r_Rear_Pointer           <= r_Rear_Pointer;
                        r_Queue_Underflow_Signal <= 1'b1;
                    end
                else
                    begin
                        r_Queue_Read_Data        <= SRAM_MEMORY[r_Rear_Pointer[3:0]];
                        r_Rear_Pointer           <= r_Rear_Pointer;
                        r_Queue_Underflow_Signal <= 1'b0;
                    end
            end
        else
            begin
                r_Front_Pointer          <= r_Front_Pointer;
                r_Rear_Pointer           <= r_Rear_Pointer;
                r_Queue_Overflow_Signal  <= 1'b0;
                r_Queue_Underflow_Signal <= 1'b0;
                r_Queue_Read_Data        <= r_Queue_Read_Data;
            end
    end
endmodule
==> notes.md <==
Figures from the flow reports.

Placement:
- The run gives the weighted congestion reported at the end of routability-driven placement as 0.8424.
- The run gives the detailed-placement wirelength estimate as 28810 um.
- The run puts the number of buffer cells added on primary ports at 81.
- The run puts the area of placed instances at 22720 um^2.

Worst setup path:
- The run puts the required time reported for the critical path endpoint at 7840 ps.
- The run gives the capture instance of the worst register-to-register path as r_Queue_Read_Data[9].
- Per the STA report, the cell with the highest stage delay on the worst path is sky130_fd_sc_hd__dfrtn_1.
- STA lists the startpoint of the worst register-to-register path as r_Rear_Pointer[1].
- Per STA, the startpoint of the critical path is r_Rear_Pointer[0].
- The run gives the sort of element at the end of the critical path as an output port.
- The worst register-to-register path has a setup slack of 6570 ps.
- Per STA, the worst path is made up of xnor2_1, nand4_1, nor2_1, clkdlybuf4s50_1.
- The run puts the count of cells along the worst register-to-register path at 9.
- At the worst endpoint, the arrival time is 7190 ps.
- The run puts the critical path's largest stage delay at 600 ps.
- The run gives the highest fanout seen on the critical path as 6.
- STA classifies the critical path startpoint as a flip-flop.
- The run gives the kind of critical path as reg2out.
- The run gives the endpoint of the worst setup timing path as Queue_Full_Signal_Out.

Power and ir drop:
- The run gives the power per cell area as 286.6 nW/um^2.
- The run gives the cell leakage power as 10.78 nW.
- The run gives the total internal power as 5.016 mW.
- Looking at the power breakdown, sequential logic takes 37.4% of the total.
- The run gives the switching portion of total power as 34.03%.
- The run puts the clock share of power at 38.7%.
- The run puts the net switching power at 2.587 mW.
- The run puts the largest voltage drop on the vdd net at 0.3128 mV.
- The run puts the proportion of power drawn by combinational gates at 23.8%.

CTS:
- The run puts the clock-pin slew reported for the worst setup and hold paths after clock tree synthesis at 50 ps.
- The tree is rooted in a sky130_fd_sc_hd__clkbuf_16.
- The run gives the number of levels the H-tree was split into as 2.
- The run puts the clock sink count at 556.
- The run puts the number of gates resized after cts at 0.
- The run puts the later-pin clock latency in the skew report at 650 ps.
- Buffers inserted during clock tree synthesis total 57.
- The run gives the hold buffer count at cts as 0.
- The run puts the number of setup buffers added after CTS at 0.
- TritonCTS built the clock tree.
- The clock passes through at most 3 buffers.

Routing:
- Per the detail_route log, the uppermost layer with routed signals is met5.
- The final layout contains routed wiring with a total length of 52490 um.
- The run gives the sum of routed wire segments on met1 as 19800 um.
- Using the TritonRoute via totals, the vias-per-cell ratio works out to 5.634.
- The run puts the number of design rule violations left after detail routing at 0.
- The run puts the detailed-routing iteration count for the pre-antenna-repair pass at 5.
- The run puts the post-detailed-route wirelength per cell at 21.54 um.
- The run puts the remaining antenna violation count at 0.
- The run gives the initial DRC count as 922.
- The routed layout has 13730 vias.
- The run puts the length of routed met2 wiring at 23460 um.
- In the detailed route, the total length drawn on met3 is 8359 um.

GRT:
- The run puts the number of global-route vias before repair at 15200.
- Entering global routing, the biggest net connects 129 pins.
- The run gives the total global routing track utilization as 27.97%.
- The run puts the global-route wire length before repair at 81190 um.
- The initial antenna violation count was 0.
- Global routing finished with a remaining overflow of 0.

Die:
- The run gives the overall die width as 207.7 um.
- According to the I/O placement log, the pin count is 82.
- The vertical die dimension reported for this design is 207.7 um.
- The run puts the number of rows created at floorplan at 75.
- Per the OpenROAD floorplan log, the area of the die is 43150 um^2.
- The run puts the standard cell core area at 41850 um^2.
- The run gives the floorplan-stage core utilization as 50.57%.

Synthesis:
- The run gives the number of synthesized flops with an enable pin as 512.
- The run gives the post-synthesis instance area as 21160 um^2.
- The run puts the proportion of netlist area held by the largest area contributor at 72.65%.
- The run gives the number of distinct standard cells referenced by the synthesized netlist as 51.
- For this run, the leading register cell type out of synthesis is sky130_fd_sc_hd__edfxtp_1.
- After technology mapping, the gate count stands at 1259.
- The run gives the async set-reset flop share out of synthesis as 7.914%.
- The run puts the post-synthesis register bit count at 556.
- The run puts the mean instance size in the synthesized netlist at 16.81 um^2.
- The run puts the Yosys chip area at 21160 um^2.
- The share of the Yosys chip area taken by registers is 77.85%.
- The run gives the post-synthesis cell count from yosys as 1259.
- The run gives the tally of yosys warning messages as 9.
- Sorting the Yosys area breakdown by cell type puts at the top sky130_fd_sc_hd__edfxtp_1.
- By area the synthesized netlist is led by sky130_fd_sc_hd__edfxtp_1, sky130_fd_sc_hd__dfrtn_1, sky130_fd_sc_hd__a22oi_1, sky130_fd_sc_hd__a22o_1, sky130_fd_sc_hd__a222oi_1.

Timing:
- The run gives the final setup violation count as 0.
- The run puts the final sum of negative setup slack at 0 ps.
- The run puts the final-report max-slew violation count at 0.
- The run puts the worst-margin pin slew at 844.4 ps.
- Setup repair after global routing left no endpoint under its margin.
- The max-slew check reports its worst relative slack as 43.71%.
- The run puts the number of hold violations in the final report at 0.
- On the final layout, the worst clock skew is 63.60 ps.

Run:
- In this run the tools logged warnings totalling 546.
- The run gives the total of max-cap violations as 0.

Min path:
- STA lists the startpoint of the worst hold path as SRAM_MEMORY[0][13].
- The type recorded for the worst min-delay path is reg2reg.

Run status:
- The flow ran to the end, and the final reports show no timing, DRC or antenna violations.

Final layout:
- Compared with the post-synthesis result, the final layout area differs by 25.37%.
- The run gives the final design instance area without fill as 26530 um^2.
- The post-route netlist has 8.645% of its cells at a drive strength greater than 1.
per-layer routing:
metal  up-vias  track usage (%)
met3        69            22.46
met2       770            36.64
met5         -            1.557
met4         2            7.867
met1      6504            38.26
li1       6384                -
metrics by stage:
stage	cells	power, mW	setup slack (ps)	hold WS (ps)	utilization [%]
floorplan	1259	4.297	1177	344.7	-
global placement	1821	4.980	793.7	352.2	54.28
detailed placement	1821	4.993	785.3	359.4	54.28
CTS	2436	7.691	623.0	397.4	63.39
global route	2436	8.143	537.9	414.9	63.39
finish	2437	7.604	651.0	394.5	63.39
worst max-delay path, delay by kind of cell (launching register included):
family / cells / cell delay (ps)
XOR/XNOR: 1 / 180
buffers and inverters: 1 / 500
flip-flops: 1 / 600
AND/OR/NAND/NOR: 2 / 420
logic make-up (layout without fill, tap and decap cells):
kind of cell	after synthesis	count (layout)	share of synthesized area [%]
DFF	556	556	77.85
AOI/OAI and AO/OA	400	400	14.43
and+or+nand+nor	168	168	4.015
buffers and inverters	108	746	2.294
xor gates and xnor gates	14	14	0.5794
adders and majority gates	8	8	0.4730
muxes	5	5	0.3547
other	0	1	0
cell usage in the layout (no fill, tap or decap), types with 3 or more instances in the layout:
cell / n
sky130_fd_sc_hd__o2bb2ai_1: 12
sky130_fd_sc_hd__a221o_1: 12
sky130_fd_sc_hd__ha_1: 4
sky130_fd_sc_hd__nand2_1: 60
sky130_fd_sc_hd__a22o_1: 49
sky130_fd_sc_hd__xnor2_1: 10
sky130_fd_sc_hd__buf_12: 11
sky130_fd_sc_hd__a22oi_1: 96
sky130_fd_sc_hd__clkinv_2: 6
sky130_fd_sc_hd__a31oi_1: 12
sky130_fd_sc_hd__and4_1: 3
sky130_fd_sc_hd__buf_4: 33
sky130_fd_sc_hd__clkbuf_1: 3
sky130_fd_sc_hd__clkdlybuf4s50_1: 80
sky130_fd_sc_hd__o21ai_0: 41
sky130_fd_sc_hd__nor2_1: 18
sky130_fd_sc_hd__clkinv_1: 3
sky130_fd_sc_hd__a222oi_1: 32
sky130_fd_sc_hd__ha_4: 3
sky130_fd_sc_hd__nor3_1: 18
sky130_fd_sc_hd__and2_1: 36
sky130_fd_sc_hd__clkbuf_16: 61
sky130_fd_sc_hd__bufinv_16: 6
sky130_fd_sc_hd__inv_1: 524
sky130_fd_sc_hd__a21o_1: 12
sky130_fd_sc_hd__a21oi_1: 45
sky130_fd_sc_hd__clkinvlp_2: 11
sky130_fd_sc_hd__xor2_1: 4
sky130_fd_sc_hd__and3_2: 16
sky130_fd_sc_hd__a32oi_1: 18
sky130_fd_sc_hd__o22ai_1: 13
sky130_fd_sc_hd__mux2i_1: 3
sky130_fd_sc_hd__edfxtp_1: 512
sky130_fd_sc_hd__o221ai_1: 18
sky130_fd_sc_hd__nor2b_1: 8
sky130_fd_sc_hd__dfrtn_1: 44
sky130_fd_sc_hd__a221oi_1: 30
synthesized netlist by cell type, drive strengths merged, types with 13 or more instances:
library cell	instances
edfxtp	512
a22oi	96
nand2	60
clkbuf	56
a22o	49
a21oi	46
buf	46
dfrtn	44
o21ai	42
and2	36
a222oi	32
a221oi	30
nor3	19
a32oi	18
nor2	18
o221ai	18
and3	16
o22ai	13
registers in the layout (all words and copies together), names as in the netlist:
register	flops
r_Front_Pointer	5
SRAM_MEMORY	512
r_Queue_Read_Data	32
r_Queue_Overflow_Signal	1
r_Rear_Pointer	5
r_Queue_Underflow_Signal	1
layout make-up:
type                            count  area, um^2
Sequential cell                   556       16480
Clock buffer                       65        1551
Timing Repair Buffer              125        1274
Clock inverter                    551        2262
Antenna cell                        1       2.502
Fill cell                        2936       15320
Inverter                            5       18.77
Tap cell                          539       674.4
Multi-Input combinational cell    595        4273
power by group through the flow:
stage / clock network (mW) / registers [mW] / logic (mW)
finish: 2.94 / 2.85 / 1.81
CTS: 3.03 / 2.85 / 1.82
global route: 3.30 / 2.86 / 1.98
worst min-delay path by stage:
| stage | end | depth (start not counted) |
|---|---|---|
| after CTS | r_Queue_Read_Data[13] | 1 |
| after global routing | r_Queue_Read_Data[12] | 1 |
| final | r_Queue_Read_Data[13] | 1 |
Power figures rest on the tool's default switching activity, not on a simulated workload.
